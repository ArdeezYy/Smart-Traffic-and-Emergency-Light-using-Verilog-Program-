==> design/flow/design.v <==
`timescale 1ns / 1ps
module fsm(
    output MR, MY, MG,
    output SR, SY, SG,
    output ST,
    input TS,
    input TL,
    input C,
    input reset,
    input Emergency, 
    input Clk
);
    reg [6:1] state;
    reg internal_ST;
    parameter mainroadgreen  = 6'b001100;
    parameter mainroadyellow = 6'b010100;
    parameter sideroadgreen  = 6'b100001;
    parameter sideroadyellow = 6'b100010;
    assign MR = state[6];
    assign MY = state[5];
    assign MG = state[4];
    assign SR = state[3];
    assign SY = state[2];
    assign SG = state[1];
    assign ST = internal_ST;
    initial begin
        state = mainroadgreen;
        internal_ST = 0;
    end
    always @(posedge Clk) begin
        if (reset) begin
            state <= mainroadgreen;
            internal_ST <= 1;
        end 
        else if (Emergency) begin
            state <= mainroadgreen;  
            internal_ST <= 1;        
        end
        else begin
            internal_ST <= 0;
            case (state)
                mainroadgreen:
                    if (TL & C) begin
                        state <= mainroadyellow;
                        internal_ST <= 1;
                    end
                mainroadyellow:
                    if (TS) begin
                        state <= sideroadgreen;
                        internal_ST <= 1;
                    end
                sideroadgreen:
                    if (TL | !C) begin
                        state <= sideroadyellow;
                        internal_ST <= 1;
                    end
                sideroadyellow:
                    if (TS) begin
                        state <= mainroadgreen;
                        internal_ST <= 1;
                    end
            endcase
        end
    end
endmodule
`timescale 1ns / 1ps
module main(
    output MR, MY, MG,
    output SR, SY, SG,
    output ST,          
    input reset,
    input C,
    input Emergency,    
    input Clk
);
    traffic traffic_system(
        .MR(MR), .MY(MY), .MG(MG), 
        .SR(SR), .SY(SY), .SG(SG), 
        .ST(ST),
        .reset(reset), 
        .C(C), 
        .Emergency(Emergency), 
        .Clk(Clk)
    );
endmodule
`timescale 1ns / 1ps
module timer(
    output TS,     
    output TL,     
    input ST,      
    input Clk
);
    parameter TIME_SMALL = 2;
    parameter TIME_LONG  = 4;
    reg [31:0] value = 0; 
    assign TS = (value >= TIME_SMALL);
    assign TL = (value >= TIME_LONG);
    always @(posedge Clk) begin
        if (ST == 1) begin
            value <= 0;           
        end else begin
            value <= value + 1;   
        end
    end
endmodule
`timescale 1ns / 1ps
module traffic(
    output MR, MY, MG,
    output SR, SY, SG,
    output ST,          
    input reset,
    input C,
    input Emergency,    
    input Clk
);
    wire TS, TL;
    timer timer_unit(
        .TS(TS), 
        .TL(TL), 
        .ST(ST), 
        .Clk(Clk)
    );
    fsm fsm_unit(
        .MR(MR), .MY(MY), .MG(MG), 
        .SR(SR), .SY(SY), .SG(SG), 
        .ST(ST), 
        .TS(TS), 
        .TL(TL), 
        .C(C), 
        .reset(reset), 
        .Emergency(Emergency), 
        .Clk(Clk)
    );
endmodule
==> design/flow/run.sh <==
#!/bin/bash
# OpenROAD 26Q1-2900-gdf79404cd8, Yosys 0.63+post, stock flow scripts
make -C /OpenROAD-flow-scripts/flow DESIGN_CONFIG=/design/flow/config.mk WORK_HOME=/design/flow/orfs finish
==> design/flow/config.mk <==
export PLATFORM = sky130hd
export DESIGN_NAME = main
export DESIGN_NICKNAME = main
export VERILOG_FILES = /design/flow/design.v
export SDC_FILE = /design/flow/constraint.sdc
export NUM_CORES = 4
export LEC_CHECK = 1
export CORE_UTILIZATION = 30
==> design/flow/constraint.sdc <==
current_design main

set clk_period 6.5
set clk_io_pct 0.2

create_clock -name clk0 -period $clk_period [get_ports {Clk}]

set non_clock_inputs [all_inputs -no_clocks]
set_input_delay [expr $clk_period * $clk_io_pct] -clock clk0 $non_clock_inputs
set_output_delay [expr $clk_period * $clk_io_pct] -clock clk0 [all_outputs]
==> impl_metrics.yaml <==
# synthesis and place-and-route metrics
timing:
  worst_pin_slew_ns: 0.9587
  finalCriticalPeriod_ns: 2.870
  period_used_pct: 44.15
  setup_tns_ns: 0
  rsz0062_at_grt: "no"
  skew_ns: 0.006890
  drv_slew: 0
  finalHoldViolations: 0
  clock.fmax_mhz: 348.4
  setup_viol_count_final: 0
  slew-limit-headroom_pct: 36.08
synthesis:
  post_synth.cell_area_avg_um2: 8.680
  synth_dominant_cell_count: "nor2_1"
  ys_seq_share_pct: 40.34
  synth_warnings: 2
  async_flop_share_pct: 0
  simple_gate_share_pct: 34.65
  ys_cells: 223
  ys_sh_adder_pct: 1.293
  synth.comb.largest_family: "simple AND/OR/NAND/NOR gates"
  synth_flops: 39
  top_area_share_pct: 40.34
  xor_share_pct: 13.12
  mappedNetlistArea_um2: 1936
  synthFlopType: "dfxtp_1"
  synth_compound_gate_area_share_pct: 5.430
  synthCells: 223
  largest_area_cell: "dfxtp_1"
  ys_top_cells_by_area: "dfxtp_1 (40%), nor2_1 (8.1%), xnor2_1 (8.1%)"
  top_cells_by_count: "nor2_1 (42), dfxtp_1 (39), xnor2_1 (18), nand2_1 (14)"
  yosysUniqueCellTypes: 39
  mux_share_pct: 1.551
  yosys_area_um2: 1936
  edf_count: 0
cts:
  cts_setup_buffers: 0
  ctsResizeCount: 0
  clk-insertion-delay-late_ns: 0.29
  cts.sinks: 39
  numCtsBuffers: 5
  htreeDepth: 2
  cts_tree: "done"
  root_buffer: "clkbuf_8"
  clk_pin_slew_ns: 0.07
  cts_buffer_depth: 2
  postCtsHoldBufs: 0
finish:
  fin_cells: 310
  drive_above_1_share_pct: 9.362
  comb_area_um2: 1085
  fill_cells: 606
  flop_area_um2: 780.7
  syn2layout_area_growth_pct: 14.61
placed_design:
  gp_congestion: 0.8222
  port_buffers: 10
  hpwl_um: 2434
  dp.cells: 302
global_routing:
  grt_use_met3_pct: 2.341
  grt_pass1_vias: 1405
  grt_max_degree: 34
  use_met2_pct: 17.85
  antenna_found_initial: 0
  grt_busiest_layer: "met1"
  grt_util_met1_pct: 19.85
  grt.overflow.total: 0
  grt_first_pass_wirelength_um: 6520
  grt_use_total_pct: 12.43
route:
  firstDrtPassIters: 5
  via_per_inst: 5.013
  wirelength_um: 3652
  num_antenna_cells: 0
  vias: 1554
  drtAntennaViolNets: 0
  drcViolationCount: 0
  wl_per_cell_um: 11.78
  drt_iter0_drc: 102
worst_hold_path:
  hold_path_class: "flop to flop"
setup_path:
  cp_slowest_cell: "a222oi_1"
  crit_family: "AND-OR/OR-AND gates"
  path_class: "input port to flop"
  worstPathRequired_ns: 6.73
  startpoint_type: "input port"
  cp_num_buf_inv: 1
  path_cells: "clkdlybuf4s50_1, o21ai_0, a222oi_1, o221a_2"
  cp.arrival_ns: 3.10
  slowest_delay_ns: 0.87
  endpoint_kind: "flop"
  cp_max_fo: 6
floorplanning:
  fp.dieH_um: 82.33
  die-area_um2: 6777
  core_um2: 6061
  die_w_um: 82.33
  pin_count: 11
  floorplan.core_util_pct: 31.94
  rows: 28
run:
  warnings: 26
  drv_cap: 0
power_and_ir_drop:
  p_leak_uw: 0.0006912
  powerDensity_nw_per_um2: 226.0
  vdd_drop_max_mv: 0.1441
status:
  outcome: "complete, no violations"
-- final timing paths --
kind | slack, ns | cells past startpoint | start | to
setup / recovery | 3.63 | 4 | C | traffic_system.fsm_unit.state[6]$_SDFFE_PP0P_
hold / removal | 0.48 | 1 | traffic_system.timer_unit.value[0]$_SDFF_PP0_ | traffic_system.timer_unit.value[0]$_SDFF_PP0_
setup reg to reg | 4.27 | 5 | traffic_system.fsm_unit.state[3]$_SDFFE_PP1P_ | traffic_system.fsm_unit.state[6]$_SDFFE_PP0P_
hold reg to reg | 0.48 | 1 | traffic_system.timer_unit.value[0]$_SDFF_PP0_ | traffic_system.timer_unit.value[0]$_SDFF_PP0_
-- per-stage QoR --
stage	instance area [µm²]	hold slack [ns]	setup WS (ns)	utilization [%]	power, µW
floorplan	1936	0.4409	4.208	-	283.7
global placement	2101	0.4620	3.333	34.66	298.6
detailed placement	2101	0.4688	3.345	34.66	298.0
CTS	2218	0.4851	3.648	36.60	507.2
global route	2218	0.5512	3.457	36.60	526.2
finish	2218	0.4812	3.630	36.60	501.3
-- state kept, by name (all words and copies together), names as in the netlist --
| name | count |
|---|---|
| traffic_system.timer_unit.value | 32 |
| traffic_system.fsm_unit.internal_ST | 1 |
| traffic_system.fsm_unit.state | 6 |
-- power by group --
part           internal (µW)  leakage [µW]  total (µW)  switching, µW
combinational           21.5      0.000315        44.6           23.1
sequential               243      0.000315         248           4.74
clock                    124     0.0000612         209           84.9
total                    389      0.000691         501            113
-- cells in the final DEF, fill, tap and decap left out, types with 3 or more instances in the layout --
cell / instances
nor4_2: 4
o21ai_0: 4
nand3_1: 7
mux2i_1: 3
xnor2_1: 18
nor2_1: 42
nand4_1: 11
nor3_1: 6
and3_1: 3
clkdlybuf4s50_1: 10
and4_1: 3
nand2_1: 14
inv_1: 9
xor2_1: 11
a21oi_1: 3
or3_1: 4
nor3b_2: 3
dfxtp_1: 39
clkbuf_8: 6
nor4_1: 9
-- per-layer routing --
layer / vias to the layer above / part of all wire, %
met5: - / 0
met4: 0 / 1.8
met3: 7 / 4.4
met2: 39 / 42
met1: 711 / 52
li1: 797 / -
-- worst register-to-register path: cells and delay by family (launching register included) --
| kind | cells | cell delay [ns] |
|---|---|---|
| simple gates | 2 | 0.57 |
| compound gates | 3 | 1.25 |
| flops | 1 | 0.37 |
-- cell families after synthesis --
| group | count (synthesis) |
|---|---|
| XOR/XNOR | 29 |
| flip-flops | 39 |
| multiplexers | 3 |
| buffers and inverters | 16 |
| AND-OR/OR-AND | 15 |
| adder cells (fa/ha/maj) | 2 |
| AND/OR/NAND/NOR | 119 |
-- area by class of cell --
type / count / area share [%]
inverter: 9 / 1.523
multi-input combinational: 168 / 48.90
sequential: 39 / 35.19
clock inverter: 2 / 1.579
clock buffer: 6 / 3.723
tap: 75 / 4.230
timing repair buffer: 11 / 4.851
No activity file was given, so power comes from the tool's default toggle rates.
